[design.v]
module rv4 #(parameter wd = 4)(
	input clk, rst,
	input [wd-1:0] datain,
	input datain_val,
	output datain_rdy, 
	input dataout_rdy, 
	output dataout_val,
	output [wd-1:0] dataout 
);
	reg [wd-1:0] data_pipe;
	reg datapipe_rdy;
	reg datapipe_val;
	assign datain_rdy = datapipe_rdy || !datapipe_val;  
	always @(posedge clk) begin
		if (rst) begin
			datapipe_val <= 0;
			data_pipe <= 0;
		end
		else begin
			datapipe_val <= (datain_rdy) ? datain_val : datapipe_val;  
			data_pipe <= (datain_rdy && datain_val) ? datain : data_pipe;
		end
	end
	wire store_data; 
	reg [wd-1:0] buffered_data;
	reg buffer_valid;
	assign store_data = datapipe_val && datapipe_rdy && ~dataout_rdy;  
	always @(posedge clk)
		if (rst)  buffer_valid <= 1'b0;
		else buffer_valid <= buffer_valid ? ~dataout_rdy: store_data;  
	always @(posedge clk)
		if (rst)  buffered_data <= 0;
	else      buffered_data <= store_data ? data_pipe : buffered_data;
	always @(posedge clk) begin
		if (rst)  datapipe_rdy <= 1'b1; 
		else datapipe_rdy <= dataout_rdy || ((~buffer_valid) && (~store_data));  
	end
	assign dataout_val = datapipe_rdy? datapipe_val : buffer_valid;
	assign dataout  = datapipe_rdy? data_pipe : buffered_data;
endmodule
[run.sh]
#!/bin/bash
# OpenROAD 26Q1-2900-gdf79404cd8, Yosys 0.63+post, stock flow scripts
make -C /OpenROAD-flow-scripts/flow DESIGN_CONFIG=/design/flow/config.mk WORK_HOME=/design/flow/orfs finish
[config.mk]
export PLATFORM = sky130hd
export DESIGN_NAME = rv4
export DESIGN_NICKNAME = rv4
export VERILOG_FILES = /design/flow/design.v
export SDC_FILE = /design/flow/constraint.sdc
export NUM_CORES = 4
export LEC_CHECK = 1
export CORE_AREA = 10 10 76 76
export DIE_AREA = 0 0 86 86
[constraint.sdc]
current_design rv4

set clk_period 2.2
set clk_io_pct 0.2

create_clock -name clk0 -period $clk_period [get_ports {clk}]

set non_clock_inputs [all_inputs -no_clocks]
set_input_delay [expr $clk_period * $clk_io_pct] -clock clk0 $non_clock_inputs
set_output_delay [expr $clk_period * $clk_io_pct] -clock clk0 [all_outputs]
==> notes.md <==
State of the implementation.

- The flow ran to the end, and the final reports show no timing, DRC or antenna violations.
- In the detailed route, the total length drawn on met2 is 540 um.
- The number of warnings reported in the stage logs is 25.
- The number of levels the H-tree was split into is 1, for reference.
- The slowest stage cell on the critical path is dfxtp_1, for reference.
- For the final database, setup skew stands at 3.75 ps.
- TritonCTS built the clock tree.
- The synthesized area per cell is 10.6 sq um, for reference.
- The number of global-route vias before repair is 383.
- Total power normalized to cell area comes to 648 nW/um^2.
- The total DRC errors in the routed layout is 0, for reference.
- The placement report lists the number of port buffers as 13.
- The number of flip-flops and latches in the synthesized netlist is 11, for reference.
- Entering global routing, the biggest net connects 11 pins.
- The number of buffers added for setup after CTS is 0, for reference.
- For this block, the via count after detailed routing is 373.
- The overall routing resource usage is 3.30%, for reference.
- CTS added clock buffers totalling 3.
- For the final routed database, the setup TNS stands at 0 ps.
- After detailed routing, the met3 layer carries 49 um of wire.
- The area overhead of the layout relative to synthesis is 41.7%, for reference.
- The worst path arrival time is 1510 ps, for reference.
- The critical path in this run is classified as reg -> out.
- Per the final timing report, the hold violations number 0.
- The count of nets left with antenna violations once routing finished came out at 0.
- Per STA, the endpoint of the critical path is dataout[2].
- Note, the detailed placer reported a final HPWL of 907 um.
- The first global-routing pass estimated 2030 um of wire.
- Traced cell by cell, the critical path runs through mux2_2, clkdlybuf4s50_1.
- The cell count after synthesis came out at 47.
- The number of warning messages in the yosys log is 1, for reference.
- The total wire length is 1140 um, for reference.
- The overall overflow remaining after global route is 0, for reference.
- Looking at the VDD voltage map, the peak drop is 0.000160 V.
- The worst setup path is launched from a flop.
- The total antenna diodes in the routed design is 0, for reference.
- The final period demand of the worst path is 1950 ps, for reference.
- In the layout the commonest cells are clkdlybuf4s50_1, dfxtp_1, mux2_2.
- The class of the most critical hold timing path is reg -> reg, for reference.
- The top layer reached by signal wires is met4, for reference.
- The buffer levels on the longest clock path is 2, for reference.
- Endpoints with negative setup slack in the final report add up to 0.
- After detailed routing, the wire length on met1 is 520 um.
- The core region area is 4120 sq um, for reference.
- At the end of routability-driven placement, the weighted congestion stood at 0.726.
- The clock reaches the later pin of the worst-skew pair after 230 ps.
- The number of antenna violations at the first check in global routing was 0.
- Counting distinct cell types in the post-synthesis netlist gives 14.
- The number of DRC markers after the initial detailed-route iteration is 19, for reference.
- The slew check shows that the tightest pin keeps a relative margin of 69.5%.
- Per the cell usage report, the commonest logic cell in the layout is clkdlybuf4s50_1.
- The number of cell instances after yosys synthesis is 47, for reference.
- The detailed-router iteration count before antenna repair is 4, for reference.
- The row count is 23, for reference.
- The number of gates resized after CTS was 0.
- For this design, the sink count on the clock tree is 11.
- The reg-to-reg critical path startpoint is datapipe_rdy, for reference.
- The worst setup path is captured at a primary output.
- Per the OpenROAD floorplan log, the width of the die is 86 um.
- The highest clock frequency the design can meet is 513 MHz, for reference.
- After detailed routing, the number of vias per cell comes to 3.39.
- After clock tree synthesis, the flow added hold-fix buffers numbering 0.
- The cell area after placement is 663 sq um, for reference.
- The vertical die dimension is 86 um, for reference.
- Of the cells placed in the final design, the portion with a size suffix greater than 1 is 23.3%.
- After layout, the worst path uses 88.6% of the clock period.
- In this run the worst setup path begins at datapipe_rdy.
- STA reports a reg2reg setup slack of 1040 ps.
- Yosys reports a chip area of 500 sq um.
- The final-layout fill cell count is 445, for reference.
- STA lists the maximum fanout along the critical path as 8.
- Among all stages on the critical path, the maximum delay recorded is 480 ps.
- Setup repair after global routing left no endpoint under its margin.
- After synthesis the cells add up to 500 sq um.
- The destination of the worst register-to-register timing path is buffered_data[3], for reference.
- Looking at the clock tree report, the root buffer type is clkbuf_8.
- The core utilization at floorplan is 12.2%, for reference.
- The overall chip area is 7400 sq um, for reference.
- Counting pins that exceed their max-slew limit in the final report gives 0.
- The number of top-level design ports is 14, for reference.
- The clock-pin slew on the worst setup and hold paths is 50 ps, for reference.
- Summing all non-filler instances in the final layout gives an area of 709 sq um.
- The transition time recorded at the tightest slew-check pin is 456 ps.
- The power report puts the leakage power at 0.285 nW.
- In this run the maximum-capacitance check reported violations numbering 0.
- The part of the Yosys area used for sequential elements is 44.0%, for reference.
- The average routed wire per standard cell is 10.3 um, for reference.
- The length in cells of the worst reg-to-reg path is 3, for reference.
- The required time at the endpoint of the critical path is 1760 ps, for reference.
==> metal layers <==
layer,global-route usage [%],vias up
met5,0,-
met4,1.20,0
met3,1.05,2
met2,5.00,8
met1,4.28,174
li1,-,189
==> worst max-delay path: cells and delay by family, from the launching register on <==
kind	cells	cell delay (ps)
muxes	1	380
buffers and inverters	1	420
DFF	1	480
==> synth_stat cells (all sizes together) <==
| cell | number | area, sq um |
|---|---|---|
| mux2i | 4 | 40.0 |
| buf | 2 | 22.5 |
| a21oi | 6 | 45.0 |
| nor2 | 4 | 15.0 |
| dfxtp | 11 | 220 |
| nor3 | 1 | 5.00 |
| nand2b | 1 | 13.8 |
| mux2 | 5 | 56.3 |
| nand3 | 4 | 20.0 |
| nand3b | 1 | 7.51 |
| a21bo | 4 | 40.0 |
| clkbuf | 2 | 7.51 |
| inv | 2 | 7.51 |
==> logic make-up after synthesis <==
kind of cell           synth area share [%]
AOI/OAI and AO/OA                      17.0
buffers and inverters                  7.50
DFF                                    44.0
muxes                                  19.2
and+or+nand+nor                        12.2
==> where the power goes <==
group	switching [W]	total (W)	internal, W
combinational	0.0000179	0.0000528	0.0000349
sequential	0.00000719	0.000215	0.000208
clock	0.0000682	0.000192	0.000124
total	0.0000933	0.000459	0.000366
==> metrics by stage <==
| stage | hold WS [ps] | setup WS [ps] | power (W) | utilization [%] | std cells |
|---|---|---|---|---|---|
| 2_1_floorplan | 460 | 1040 | 0.000244 | - | 47 |
| 3_3_place_gp | 471 | 486 | 0.000271 | 16.1 | 106 |
| 3_5_place_dp | 487 | 492 | 0.000272 | 16.1 | 106 |
| 4_1_cts | 499 | 230 | 0.000466 | 17.2 | 110 |
| 5_1_grt | 541 | 188 | 0.000488 | 17.2 | 110 |
| 6_report | 495 | 250 | 0.000459 | 17.2 | 110 |
==> registers in the layout (all words and copies together) (netlist names) <==
signal and flops:
buffered_data 4, data_pipe 4, buffer_valid 1, datapipe_rdy 1
datapipe_val 1
==> cell type report <==
class	count	area, sq um	share of cell area, %
Clock buffer	3	41.3	5.82
Clock inverter	1	5.00	0.705
Inverter	2	7.51	1.06
Multi-Input combinational cell	30	243	34.2
Sequential cell	11	220	31.0
Tap cell	50	62.6	8.82
Timing Repair Buffer	13	130	18.3
==> worst min-delay path by stage <==
stage               startpoint                to  cells after the start
CTS           buffered_data[0]  buffered_data[0]                      2
global route  buffered_data[1]  buffered_data[1]                      2
finish        buffered_data[2]  buffered_data[2]                      2
No activity file was given, so power comes from the tool's default toggle rates.
