$ cat design.v
module rv3_2 #(parameter wd = 4)       
	(
    input clk,
    input rst,
    input datain_val,
    output reg datain_rdy,
    input [wd-1:0] datain,
    output dataout_val,
    input dataout_rdy,
    output [wd-1:0] dataout
    );
wire store_data; 
reg [wd-1:0] buffered_data;
reg buffer_valid;
assign store_data = datain_val && datain_rdy && ~dataout_rdy;  
always @(posedge clk)
	if (rst)  buffer_valid <= 1'b0;
	else      buffer_valid <= buffer_valid ? ~dataout_rdy: store_data;  
always @(posedge clk)
	if (rst)  buffered_data <= 0;
	else      buffered_data <= store_data ? datain : buffered_data;
always @(posedge clk) begin
	if (rst)  datain_rdy <= 1'b1; 
	else datain_rdy <= dataout_rdy || ((~buffer_valid) && (~store_data));  
	end
assign dataout_val = datain_rdy? datain_val : buffer_valid;
assign dataout  = datain_rdy? datain : buffered_data;
endmodule
$ cat run.sh
#!/bin/bash
# OpenROAD 26Q1-2900-gdf79404cd8, Yosys 0.63+post, stock flow scripts
make -C /OpenROAD-flow-scripts/flow DESIGN_CONFIG=/design/flow/config.mk WORK_HOME=/design/flow/orfs finish
$ cat config.mk
export PLATFORM = sky130hd
export DESIGN_NAME = rv3_2
export DESIGN_NICKNAME = rv3_2
export VERILOG_FILES = /design/flow/design.v
export SDC_FILE = /design/flow/constraint.sdc
export NUM_CORES = 4
export LEC_CHECK = 1
export CORE_AREA = 10 10 70 70
export DIE_AREA = 0 0 80 80
$ cat constraint.sdc
current_design rv3_2

set clk_period 1.3
set clk_io_pct 0.2

create_clock -name clk0 -period $clk_period [get_ports {clk}]

set non_clock_inputs [all_inputs -no_clocks]
set_input_delay [expr $clk_period * $clk_io_pct] -clock clk0 $non_clock_inputs
set_output_delay [expr $clk_period * $clk_io_pct] -clock clk0 [all_outputs]
==> results.py <==
# Generated from Yosys and OpenROAD reports
metrics = {
    "setup_path": {
        "crit_fanout": 4,
        "crit_chain": "buf_4 > mux2_4 > buf_2",
        "critPathTopFamily": "flip-flops",
        "critPathSlowestCell": "dfxtp_4",
        "worstSetupStartpointType": "flop",
        "required_ns": 1.04,
        "arrival_ns": 1.15,
        "cp_num_buf_inv": 2,
        "crit_path_end_kind": "output pin",
        "crit_cells": 3,
        "rrSetupSlack_ns": 0.07,
        "r2r_cells": 5,
        "cpPeakStageDelay_ns": 0.37,
        "critPathKind": "reg2out",
    },
    "route": {
        "vias": 289,
        "viasPerCell": 3.010,
        "routed_wl_um": 926,
        "drc": 0,
        "post_drt_wl_per_cell_um": 9.646,
        "drtPass1Iterations": 2,
        "antenna_left": 0,
        "n_antenna_cell": 0,
        "first_iter_violations": 6,
    },
    "pwr": {
        "p_int_uw": 374.7,
        "vdd_drop_max_mv": 0.4693,
        "switching_share_pct": 22.71,
        "p_seq_share_pct": 41.3,
        "pwr-share-clk_pct": 36.5,
        "power.leakage_nw": 0.2453,
        "cellPowerDensity_nw_per_um2": 846.0,
        "p_switching_uw": 110.1,
        "pwr-share-comb_pct": 22.2,
    },
    "yosys": {
        "top_cells_by_count": "nand2b_1 (8), dfxtp_1 (6), mux2i_1 (4)",
        "edf_count": 0,
        "synthArstFlopShare_pct": 0,
        "ys.flop_type": "dfxtp_1",
        "ys_sh_adder_pct": 0,
        "ys_sh_xor_pct": 0,
        "topCellsByArea": "dfxtp_1 (38%), nand2b_1 (16%), mux2i_1 (13%), mux2_2 (11%), buf_6 (7.2%)",
        "logic_family": "multiplexers",
        "most_common_cell": "nand2b_1",
        "ys_sh_simple_pct": 22.31,
        "ys_types": 10,
        "ys_ff": 6,
        "syn_area_sq_um": 314.1,
        "aoi_share_pct": 1.594,
        "yosysTopAreaCellShare_pct": 38.25,
        "ys_sh_mux_pct": 30.68,
        "synth_warnings": 1,
        "postSynthAreaPerCell_sq_um": 10.83,
        "ys_cells": 29,
        "synth.largest_area_cell": "dfxtp_1",
        "synthCells": 29,
        "synth_chip_area_sq_um": 314.1,
        "ys_seq_share_pct": 38.25,
    },
    "grt": {
        "grt_use_total_pct": 3.229,
        "grt_pass1_wl_um": 1593,
        "grt_max_degree": 9,
        "gr-total-overflow": 0,
        "grt_pass1_vias": 335,
        "antenna_found_initial": 0,
    },
    "timing": {
        "finalCritPeriodShare_pct": 108.2,
        "finalWorstSetupSlack_ns": -0.1061,
        "fmax_mhz": 711.2,
        "layout_min_cycle_time_ns": 1.406,
        "tightest_slew_ns": 0.1215,
        "finalClockSkew_ns": 0.008687,
        "whs_ns": 0.4492,
        "relSlewSlack_pct": 91.67,
        "report.final.slew_viol_count": 0,
        "rsz0062_at_grt": "yes",
        "setup_viol": 4,
        "hold_viol": 0,
    },
    "floorplan": {
        "core-area_sq_um": 3416,
        "rows": 21,
        "io_pins": 14,
        "die_h_um": 80,
        "die_x_um": 80,
        "die-area_sq_um": 6400,
        "fp_util_pct": 9.194,
    },
    "clock_tree": {
        "clock_path_buffers": 2,
        "clock_latency_ns": 0.25,
        "cts_tree": "yes",
        "cts-root-buf": "clkbuf_4",
        "holdBufCountCts": 0,
        "cts_max_level": 1,
        "clkTransAtPathRegs_ns": 0.05,
        "numCtsBuffers": 3,
        "cts_sinks": 6,
    },
    "worst_hold_path": {
        "holdPathStages": 3,
        "hp-class": "in2reg",
    },
    "run": {
        "drv_cap": 0,
        "warning_count": 27,
    },
    "finish": {
        "layout-drive-gt1-share_pct": 46.00,
        "syn2layout_area_growth_pct": 82.47,
    },
    "status": {
        "violations": "setup timing",
        "status": "finished, violations left",
    },
    "placement": {
        "gp_congestion": 0.6796,
        "numPortBuffers": 13,
        "post-place-ws_ns": -0.3557,
        "dp_hpwl_um": 681.1,
    },
}
-- worst reg2reg max path, stage by stage (launching register included) --
cell,delay [ns]
dfxtp_4,0.37
buf_12,0.13
buf_4,0.13
buf_6,0.11
and3b_2,0.24
mux2i_1,0.13
-- logic make-up (layout without fill, tap and decap cells) --
kind of cell,Yosys count,in the layout
AND/OR/NAND/NOR,11,11
multiplexers,9,9
flip-flops,6,6
buffers and inverters,2,23
AND-OR/OR-AND,1,1
-- placed cells by master, fill, tap and decap left out --
master	instances
a21oi_1	1
buf_2	4
clkbuf_2	1
or3_1	1
and3b_2	1
dlygate4sd2_1	1
buf_12	1
nand2b_1	8
clkdlybuf4s50_1	6
dfxtp_4	1
buf_4	4
mux2i_1	4
buf_6	3
dfxtp_1	5
clkbuf_4	3
mux2_4	5
nor3_1	1
-- per-stage QoR --
stage | cell area (sq um) | TNS, ns | cells | utilization (%) | power (mW)
after floorplan | 314.1 | 0 | 29 | - | 0.2389
after CTS | 571.8 | -0.4556 | 96 | 16.74 | 0.4944
after global placement | 501.7 | -2.264 | 89 | 14.69 | 0.2965
after global routing | 573.1 | -0.6311 | 96 | 16.78 | 0.5169
after detailed placement | 501.7 | -2.356 | 89 | 14.69 | 0.2976
final | 573.1 | -0.3955 | 96 | 16.78 | 0.4848
-- power groups by stage --
stage         Sequential (mW)  Combinational, mW  Clock (mW)
global route            0.201              0.119       0.197
finish                  0.200              0.108       0.177
CTS                     0.200              0.106       0.189
-- what timing repair did --
item                       in CTS  in global routing
pin swaps                       0                  1
buffers inserted                4                  1
setup endpoints to repair       8                  8
gates resized                  28                  3
-- per-layer routing --
| layer | vias up | GRT usage (%) | routed length [um] |
|---|---|---|---|
| li1 | 142 | - | - |
| met1 | 134 | 4.225 | 457 |
| met2 | 13 | 4.173 | 341 |
| met3 | 0 | 2.727 | 127 |
| met4 | 0 | 0 | 0 |
| met5 | - | 0 | 0 |
-- cell type report --
| class | count | area (sq um) |
|---|---|---|
| Clock buffer | 3 | 22.52 |
| Tap cell | 46 | 57.56 |
| Fill cell | 392 | 2843 |
| Multi-Input combinational cell | 21 | 191.4 |
| Sequential cell | 6 | 123.9 |
| Timing Repair Buffer | 20 | 177.7 |
-- flip-flops by register name, summed over array words and instances (netlist names) --
register       count
buffered_data      4
buffer_valid       1
datain_rdy         1
-- worst paths after layout --
check / end / start
worst max register to register: buffered_data[1]$_SDFFE_PP0P_ / datain_rdy$_SDFF_PP1_
worst max-delay path: dataout_val / datain_rdy$_SDFF_PP1_
worst min register to register: buffered_data[1]$_SDFFE_PP0P_ / buffered_data[1]$_SDFFE_PP0P_
worst min-delay path: buffered_data[1]$_SDFFE_PP0P_ / datain[1]
Power figures rest on the tool's default switching activity, not on a simulated workload.
