==> design.v <==
module rv2 #(parameter wd = 4)(
	input clk, rst,
	input [wd-1:0] datain,
	input datain_val,
	output datain_rdy, 
	input dataout_rdy, 
	output reg dataout_val,
	output reg [wd-1:0] dataout 
);
	assign datain_rdy = dataout_rdy || !dataout_val;  
	always @(posedge clk) begin
		if (rst) begin
			dataout_val <= 0;
			dataout <= 0;
		end
		else begin
			dataout_val <= (datain_rdy) ? datain_val : dataout_val;  
			dataout <= (datain_rdy && datain_val) ? datain : dataout;
		end
	end
endmodule
==> run.sh <==
#!/bin/bash
# OpenROAD 26Q1-2900-gdf79404cd8, Yosys 0.63+post, stock flow scripts
make -C /OpenROAD-flow-scripts/flow DESIGN_CONFIG=/design/flow/config.mk WORK_HOME=/design/flow/orfs finish
==> config.mk <==
export PLATFORM = sky130hd
export DESIGN_NAME = rv2
export DESIGN_NICKNAME = rv2
export VERILOG_FILES = /design/flow/design.v
export SDC_FILE = /design/flow/constraint.sdc
export NUM_CORES = 4
export LEC_CHECK = 1
export CORE_AREA = 10 10 70 70
export DIE_AREA = 0 0 80 80
==> constraint.sdc <==
current_design rv2

set clk_period 1.8
set clk_io_pct 0.2

create_clock -name clk0 -period $clk_period [get_ports {clk}]

set non_clock_inputs [all_inputs -no_clocks]
set_input_delay [expr $clk_period * $clk_io_pct] -clock clk0 $non_clock_inputs
set_output_delay [expr $clk_period * $clk_io_pct] -clock clk0 [all_outputs]
==> qor.yml <==
routing:
  drc_errors: 0
  met1Wirelength_um: 256
  totalWireLength_um: 690
  antenna_cells: 0
  ant_nets: 0
  wl_met3_um: 67
  vias: 219
  viasPerCell: 2.607
  routed.top_layer: "met4"
  met2_length_um: 324
  firstDrtPassIters: 2
  avgRoutedWirePerCell_um: 8.214
  drt_iter0_drc: 42
synth:
  netlist_top_cells_area: "dfxtp_1, a21bo_1, a21oi_1"
  yosysTopAreaCellShare: 0.4598
  ys_warn_count: 1
  syn-cell-area_um2: 217.7
  edf_count: 0
  ys_chip_area_um2: 217.7
  synth_cell_types: 8
  synthArstFlopShare: 0
  syn_avg_cell_area_um2: 9.896
  syn-instance-count: 22
  ys.flops: 5
  synth_area_leader_cell: "dfxtp_1"
  top_cells_by_count: "a21oi_1, dfxtp_1, a21bo_1, nand3_1"
  yosys.stat.seqShare: 0.4598
  ys_cells: 22
  ff_type: "dfxtp_1"
final_timing:
  rsz0062_at_grt: "no"
  max_slew_margin: 0.7989
  tns_ns: 0
  finalCritPeriodShare: 0.8061
  max_clock_freq_ghz: 0.6892
  finalHoldViolCount: 0
  finalClockSkew_ns: 0.003030
  slew_violations: 0
  tightest_slew_ns: 0.3008
  period_minus_slack_ns: 1.451
  setup_violations: 0
power_and_ir_drop:
  leakagePower_uw: 0.0001540
  peakVddDrop_uv: 98.11
  total_power_uw: 296.2
  p_per_area_mw_per_mm2: 694.3
clock_tree:
  postCtsSetupRepairBufs: 0
  clk_pin_slew_worst_paths_ns: 0.04
  cts_tree: "done"
  numCtsBuffers: 3
  clock.latency.late_pin_ns: 0.24
  cts.sinks: 5
  clk_path_buf_depth: 2
  cts-htree-levels: 1
  cts-root-buf: "clkbuf_4"
floorplanning:
  die_height_um: 80
  initCoreUtil: 0.06374
  core_mm2: 0.003416
  die-width_um: 80
  io_pins: 14
  die_area_mm2: 0.006400
  rows: 21
placement:
  place_inst: 80
  gp_congestion: 0.6733
  io_buffers: 13
setup_path:
  cp_slowest_cell: "clkdlybuf4s50_1"
  r2r-end: "dataout[2]"
  setup.worst_path.end_class: "output pin"
  cp_cell_sequence: "clkdlybuf4s50_1"
  start_kind: "register"
  rr_worst_depth: 4
  crit_path_max_fanout: 2
  max_stage_delay_ns: 0.49
  r2r_start: "dataout_val"
  startpoint: "dataout_val"
  cp_top_family: "buffers and inverters"
  crit_type: "reg2out"
  worstPathArrival_ns: 1.09
  cp_data_required_time_ns: 1.44
  path_buffers: 1
  r2r_setup_slack_ns: 0.81
worst_hold_path:
  hold_class: "reg2reg"
  hold_path_end: "dataout[1]"
  holdCritStartpoint: "dataout[1]"
  min_path_cells: 2
global_routing:
  grt_pass1_vias: 238
  grt_usage: 0.02177
  antenna_found_initial: 0
  grt_first_pass_wirelength_um: 1131
  grt_max_degree: 10
  gr-total-overflow: 0
run:
  warning_count: 25
  cap_viol_max_count: 0
finish:
  drive_gt1_frac: 0.1316
  synthToLayoutAreaGrowth_pct: 95.98
  fin_cells: 84
status:
  status: "complete, no violations"
## logic make-up (layout without fill, tap and decap cells)
group,count (synthesis),after routing,synth area share
AND-OR/OR-AND,9,9,0.2988
buffers and inverters,3,19,0.08617
flip-flops,5,5,0.4598
AND/OR/NAND/NOR,5,5,0.1552
## per-stage QoR
stage                     setup WS, ns    util  hold WS [ns]  area [um^2]
after floorplan                 0.8429       -        0.4291        217.7
after global placement         0.04697  0.1165        0.5608        397.9
after detailed placement       0.05664  0.1165        0.5618        397.9
after CTS                      0.04038  0.1242        0.5757        424.2
after global routing            0.2926  0.1249        0.5918        426.7
final                           0.3489  0.1249        0.5713        426.7
## state kept, by name, summed over array words and instances (netlist names)
name and flops:
dataout 4, dataout_val 1
## power by group
group	internal, uW	switching [uW]
sequential	118	3.74
clock	83.6	42.3
combinational	34.7	14.0
## tightest hold or removal path, stage by stage, from the launching register on
cell,delay (ns)
dfxtp_1,0.30
a21bo_1,0.17
a21oi_1,0.05
## layer usage
| layer | GRT usage | up-vias |
|---|---|---|
| li1 | - | 107 |
| met1 | 0.02327 | 97 |
| met2 | 0.03531 | 11 |
| met3 | 0.009091 | 4 |
| met4 | 0.01232 | 0 |
| met5 | 0 | - |
## worst max-delay path by stage
| stage | to | slack [ns] | depth (start not counted) |
|---|---|---|---|
| after CTS | datain_rdy | 0.04 | 3 |
| after global routing | dataout_val | 0.29 | 1 |
| final | dataout_val | 0.35 | 1 |
## layout by cell type, fill, tap and decap left out
master,Yosys,layout
buf_4,0,1
a21bo_1,4,4
clkdlybuf4s50_1,0,12
nand2b_4,1,1
a21oi_1,5,5
nand3_1,4,4
clkbuf_1,1,1
dlymetal6s2s_1,0,1
clkbuf_4,0,3
inv_1,1,1
dfxtp_1,5,5
## cell type report
| class | count | area, um^2 |
|---|---|---|
| Timing Repair Buffer | 14 | 140.1 |
| Clock buffer | 4 | 26.28 |
| Inverter | 1 | 3.754 |
| Multi-Input combinational cell | 14 | 98.84 |
| Fill cell | 395 | 2989 |
| Sequential cell | 5 | 100.1 |
| Tap cell | 46 | 57.56 |
## what timing repair did
action                     CTS  global route
hold buffers                 0             0
gates resized                0             1
hold endpoints to repair     0             0
setup endpoints to repair    0             1
Power figures rest on the tool's default switching activity, not on a simulated workload.
